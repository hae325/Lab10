**config.mk**
```make
export PLATFORM = sky130hd
export DESIGN_NAME = Eight_bit_Ram
export DESIGN_NICKNAME = Eight_bit_Ram
export VERILOG_FILES = /design/flow/design.v
export SDC_FILE = /design/flow/constraint.sdc
export NUM_CORES = 4
export LEC_CHECK = 1
export CORE_UTILIZATION = 40
```
**constraint.sdc**
```tcl
current_design Eight_bit_Ram

set clk_period 3.5
set clk_io_pct 0.2

create_clock -name clk0 -period $clk_period [get_ports {i_clk}]

set non_clock_inputs [all_inputs -no_clocks]
set_input_delay [expr $clk_period * $clk_io_pct] -clock clk0 $non_clock_inputs
set_output_delay [expr $clk_period * $clk_io_pct] -clock clk0 [all_outputs]
```
**design.v**
```verilog
`timescale 1ns / 1ps
module Eight_bit_Ram(i_clk, i_rst, i_write_en, i_addr, i_write_data, o_read_data);
    input i_clk, i_rst, i_write_en;
    input [2:0] i_addr;
    input [7:0] i_write_data;
    output reg [7:0] o_read_data;
    reg [7:0] mem [0:7];
    always @ (posedge i_clk)
    begin
        if(i_rst)
        begin
            mem[0] <= 8'b0;
            mem[1] <= 8'b0;
            mem[2] <= 8'b0;
            mem[3] <= 8'b0;
            mem[4] <= 8'b0;
            mem[5] <= 8'b0;
            mem[6] <= 8'b0;
            mem[7] <= 8'b0;
        end
        else 
        begin 
            if(i_write_en)
                mem[i_addr] <= i_write_data;
            else
                o_read_data <= mem[i_addr];
        end
    end
endmodule
```
**run.sh**
```bash
#!/bin/bash
# OpenROAD 26Q1-2900-gdf79404cd8, Yosys 0.63+post, stock flow scripts
make -C /OpenROAD-flow-scripts/flow DESIGN_CONFIG=/design/flow/config.mk WORK_HOME=/design/flow/orfs finish
```
==> flow_summary.ini <==
; flow metrics
[final_layout]
nFillCells = 677
final-comb-area_sq_mm = 0.00103
synthToLayoutAreaGrowth_pct = 17.7
drive_gt1_share_pct = 20.8
final_util_pct = 49.0
seqCellArea_sq_mm = 0.00216

[drt]
drt_wl_total_um = 6260
drc = 0
wl_per_cell_um = 18.0
viasPerCell = 4.95
ant_nets = 0
diodes = 0
first_pass_iters = 4
drt_iter0_drc = 91
via_count = 1717

[power_and_ir_drop]
p_leak_nw = 1.35
sequentialPowerShare_pct = 52.7
internal_power_w = 0.00154
ir_drop_mv = 0.242
p_sw_w = 0.000387
total_power_w = 0.00193
p_sw_share_pct = 20.1
p_per_area_mw_per_mm2 = 507
pwr-share-comb_pct = 7.5
clock_power_share_pct = 39.8

[clocking]
ctsResizeCount = 0
clk_pin_slew_ps = 70
h-tree-depth = 3
clock_sinks = 72
cts_buffers = 9
cts_tree = yes
clkLatencyLatePin_ps = 330
cts.path.max_buffers = 2
clockRootBuffer = clkbuf_8
cts_hold_buffers = 0
post_cts_buffers = 0

[grt]
grt_pass1_vias = 1819
grt_first_pass_wirelength_um = 10100
antenna_found_initial = 0
track_usage_pct = 17.7
grt_max_degree = 19
grt-ovfl-total = 0

[logic_synthesis]
synthesis.area_sq_mm = 0.00324
yosys-top-cells-area = edfxtp_1 (67%), and2_1 (13%), mux4_2 (9.7%)
synth_cell_types = 23
edf_count = 72
async_flop_share_pct = 0
yosys_most_used_dff = edfxtp_1
yosys_warnings = 1
top_area_cell = edfxtp_1
synth_stat.cells = 209
synth_seq_share_pct = 66.8
ys_area_sq_mm = 0.00324
synth_flop_count = 72
synthCells = 209
top_area_share_pct = 66.8
syn-mean-instance-area_sq_um = 15.5

[worst_setup_path]
timing.rr.end = o_read_data[0]$_DFFE_PP_
start_kind = input pin
criticalPathCategory = input pin to flip-flop
rr_worst_depth = 3
cp_slowest_cell = clkdlybuf4s50_1
critPathMaxStageDelay_ps = 570
worst_ep_arrival_time_ps = 2460
cp_max_fo = 11
endpoint_kind = flip-flop
crit_buf_inv = 1
r2r_slack_ps = 2210
path_delay_family = simple AND/OR/NAND/NOR gates
r2r_start = mem[7][0]$_SDFFCE_PN0P_
required_ps = 3520
cp_cell_sequence = clkdlybuf4s50_1, or3b_4, nor3_4, or2_2

[timing]
fin_tns_setup_ps = 0
period_needed_ps = 2440
drv_slew = 0
max_slew.worst_pin.slew_ps = 753
max_slew_margin_pct = 49.6
max_freq_mhz = 410
fin_skew_ps = 6.58
grt_setup_unrepaired = false
whs_ps = 674
finalSetupViolations = 0
period_used_pct = 69.7
hold_viol = 0

[die]
die_width_um = 92.0
die_area_sq_mm = 0.00846
die_h_um = 92.0
ios = 22
rows = 32
fp_util_pct = 41.7
core-area_sq_mm = 0.00777

[flow_run]
tool_warnings = 25
max-cap-violations = 0

[worst_hold_path]
min_path_type = flip-flop to flip-flop
holdPathStages = 2
min_from = mem[0][2]$_SDFFCE_PN0P_
hold_end = o_read_data[2]$_DFFE_PP_

[place]
gp_congestion = 0.819
port_buffers = 21
dp_hpwl_um = 4230

[outcome]
status = completed
==> cells in the mapped netlist (2+ instances only) <==
cell and n:
nor2_1 4, buf_4 4, nor2_4 2, or2_2 8
a221oi_1 2, edfxtp_1 72, mux4_2 14, nand2_1 22
nor2_2 2, nand2b_1 2, and2_1 65
==> metal layers <==
metal	GRT usage [%]	routed length, um
met5	0	0
met4	2.34	89
met3	4.73	303
met2	27.0	2960
met1	29.4	2910
==> state kept, by name, indices dropped and copies added, names as in the netlist <==
| register | cells |
|---|---|
| mem | 64 |
| o_read_data | 8 |
==> cell families after synthesis <==
group / Yosys count / share of synthesized area [%]
muxes: 15 / 10.1
AOI/OAI and AO/OA: 4 / 1.04
DFF: 72 / 66.8
buffers and inverters: 7 / 1.31
and+or+nand+nor: 111 / 20.8
==> per-stage QoR <==
stage                     instance area (sq um)  setup WS, ps  cells
after CTS                                  3810          1040    347
after global routing                       3810           926    347
after global placement                     3570           711    331
after floorplan                            3240          1630    209
final                                      3810          1060    347
after detailed placement                   3570           670    331
==> power groups by stage <==
stage | clock [W] | combinational (W) | sequential [W]
finish | 0.000768 | 0.000145 | 0.00102
global route | 0.000820 | 0.000159 | 0.00102
CTS | 0.000786 | 0.000148 | 0.00102
==> worst max path at each step <==
stage	cells past startpoint	end	start
4_1_cts	4	mem[0][4]$_SDFFCE_PN0P_	i_rst
5_1_grt	4	mem[5][0]$_SDFFCE_PN0P_	i_addr[0]
6_report	4	mem[0][4]$_SDFFCE_PN0P_	i_rst
==> cells in the final DEF, fill, tap and decap left out, drive strengths merged <==
master and instances:
edfxtp 72, bufinv 3, mux4 14, clkinv 3
nand3b 2, inv 1, nor2 8, clkbuf 10
or3b 1, mux2 1, or2 9, a221oi 2
buf 5, nand2b 2, o221ai 1, nand2 22
and2 65, nor3 2, clkdlybuf4s50 21, o211ai 1
==> worst register-to-register path: stages, from the launching register on <==
cell and delay [ps]:
edfxtp_1 390, mux4_2 490, nand2_1 80, nand2_1 80
==> final cells by class <==
cell class | instances | share of cell area [%]
Sequential cell | 72 | 56.7
Multi-Input combinational cell | 130 | 27.1
Timing Repair Buffer | 26 | 6.50
Clock buffer | 10 | 3.35
Tap cell | 102 | 3.35
Clock inverter | 6 | 2.82
Inverter | 1 | 0.0985
Power figures rest on the tool's default switching activity, not on a simulated workload.
